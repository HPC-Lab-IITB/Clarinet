[design/flow/constraint.sdc]
current_design SizedFIFO0

set clk_period 1.2
set clk_io_pct 0.2

create_clock -name clk0 -period $clk_period [get_ports {CLK}]

set non_clock_inputs [all_inputs -no_clocks]
set_input_delay [expr $clk_period * $clk_io_pct] -clock clk0 $non_clock_inputs
set_output_delay [expr $clk_period * $clk_io_pct] -clock clk0 [all_outputs]
[design/flow/run.sh]
#!/bin/bash
# OpenROAD 26Q1-2900-gdf79404cd8, Yosys 0.63+post, stock flow scripts
make -C /OpenROAD-flow-scripts/flow DESIGN_CONFIG=/design/flow/config.mk WORK_HOME=/design/flow/orfs finish
[design/flow/config.mk]
export PLATFORM = sky130hd
export DESIGN_NAME = SizedFIFO0
export DESIGN_NICKNAME = SizedFIFO0
export VERILOG_FILES = /design/flow/design.v
export SDC_FILE = /design/flow/constraint.sdc
export NUM_CORES = 4
export LEC_CHECK = 1
export CORE_AREA = 10 10 70 70
export DIE_AREA = 0 0 80 80
[design/flow/design.v]
module SizedFIFO0(CLK, RST, ENQ, FULL_N, DEQ, EMPTY_N, CLR);
   parameter p1depth = 2;
   parameter p2cntr_width = 2;  
   parameter guarded = 1;
   localparam truedepth = (p1depth >= 2) ? p1depth : 2;
   input     CLK;
   input     RST;
   input     CLR;
   input     ENQ;
   input     DEQ;
   output    FULL_N;
   output    EMPTY_N;
   reg       not_full;
   reg       not_empty;
   reg [p2cntr_width-1 : 0] count;
   assign                 EMPTY_N = not_empty;
   assign                 FULL_N = not_full;
   // synopsys translate_off
   initial
     begin
        count      = 0 ;
        not_empty  = 1'b0;
        not_full   = 1'b1;
     end  
   // synopsys translate_on
   always @(posedge CLK )
     begin
        if (RST == 1'b0)
          begin
             count <=  0 ;
             not_empty <=  1'b0;
             not_full <=  1'b1;
          end  
        else
           begin
              if (CLR)
                begin
                   count <=  0 ;
                   not_empty <=  1'b0;
                   not_full <=  1'b1;
                end  
              else begin
                 if (DEQ && ! ENQ && not_empty )
                   begin
                      not_full <=  1'b1;
                      not_empty <=   count != 'b01  ;
                      count <=  count - 1'b1 ;
                   end  
                 else if (ENQ && ! DEQ && not_full )
                   begin
                      not_empty <=  1'b1;
                      not_full <=  count != (truedepth - 1) ;
                      count <=  count + 1'b1 ;
                   end  
              end  
           end  
     end  
      // synopsys translate_off
   always@(posedge CLK)
     begin: error_checks
        reg deqerror, enqerror ;
        deqerror =  0;
        enqerror = 0;
        if (RST == ! 1'b0)
           begin
              if ( ! EMPTY_N && DEQ )
                begin
                   deqerror = 1 ;
                   $display( "Warning: SizedFIFO0: %m -- Dequeuing from empty fifo" ) ;
                end
              if ( ! FULL_N && ENQ && (!DEQ || guarded) )
                begin
                   enqerror =  1 ;
                   $display( "Warning: SizedFIFO0: %m -- Enqueuing to a full fifo" ) ;
                end
           end  
     end  
   // synopsys translate_on
endmodule  
==> out/qor.yml <==
core_area_um2: 3416
grtUsageTotal_pct: 2.085
max_cap_violations: 0
fmaxAchievable_mhz: 847.1
timing.critical_path.to_type: "register"
drt_drc_violations_left: 0
setup_viol_count_final: 0
die_area_um2: 6400
clk_latency_ns: 0.24
post_synth_num_cell_types: 15
post_synth_main_area_contributors: "sky130_fd_sc_hd__dfxtp_1, sky130_fd_sc_hd__a211oi_2, sky130_fd_sc_hd__a21oi_1"
max_slew.worst_pin.slew_ns: 0.2175
category_of_the_most_critical_setup_path: "register to register"
detailroute.wirelength.met3_um: 90
dpl.cell_count: 80
synth.cell_area_um2: 231.5
die-width_um: 80
ant_nets: 0
grt-ovfl-total: 0
yosys-stat-area_um2: 231.5
cp.required_ns: 1.32
io_buffers: 6
antenna_found_initial: 0
layout_top_cells: "sky130_fd_sc_hd__buf_4, sky130_fd_sc_hd__dfxtp_2, sky130_fd_sc_hd__a21oi_1, sky130_fd_sc_hd__o21ai_0, sky130_fd_sc_hd__clkbuf_4"
met2RoutedLength_um: 233
clk_root_buffer_cell: "sky130_fd_sc_hd__clkbuf_4"
number_of_global_route_vias_before_repair: 251
syn_avg_cell_area_um2: 9.645
postLayoutSetupSlackWorst_ns: 0.01947
numCtsBuffers: 3
hold_viol: 0
dominantRegCellSynth: "sky130_fd_sc_hd__dfxtp_1"
max-vdd-ir-drop_mv: 0.4965
area.growth.synth_to_final_pct: 88.65
route.detailed.wl_per_inst_um: 7.812
ys_async_sr_fraction_pct: 0
unrepaired_setup_endpoints_after_global_routing: "yes"
warnings: 26
wirelength_met1_um: 334
post_synth_inst_count: 24
fraction_of_the_yosys_area_taken_by_sequential_cells_pct: 34.59
grt_max_degree: 6
period_used_pct: 98.38
final_max_slew_viol_count: 0
netlist.area_leader.share_pct: 34.59
clockBufferDepth: 2
dr_total_vias: 245
firstDrtPassIters: 4
clkSinkCount: 4
worst_setup_path_start_kind: "register"
layout.cells.non_filler: 85
crit_path_max_fanout: 2
detail_route.iter0.violations: 2
powerDensity_nw_per_um2: 834.0
die-height_um: 80
gpl.final_weighted_congestion: 0.7174
critical_path_arrival_ns: 1.30
yosys_warnings: 2
worstHoldPathType: "primary input to register"
fraction_of_layout_cells_with_a_size_suffix_above_1_pct: 51.28
finalWirelength_um: 664
number_of_enable_flip_flop_cells: 0
rrSetupSlack_ns: 0.02
finalClockSkew_ns: 0.0003247
power_leakage_nw: 0.1768
worst_slew_margin_rel_pct: 85.47
status: "finished, final reports clean"
post-place-ws_ns: -0.2193
highest-signal-layer: "met4"
io_pins: 7
ys_ff: 4
cts_htree_levels: 1
cts.clk_slew.worst_paths_ns: 0.04
drt-vias-per-instance: 2.882
initial_utilization_pct: 6.777
final_layout_top_logic_cell: "sky130_fd_sc_hd__buf_4"
largest_area_cell: "sky130_fd_sc_hd__dfxtp_1"
final.min_clock_period_ns: 1.181
clock_tree_from_tritoncts: "built"
row_count: 21
first_pass_grt_wire_length_um: 1062
diodes: 0
yosys-stat-cells: 24
==> per-stage QoR <==
stage | hold WS (ns) | instance area [um^2] | power, mW | TNS (ns) | utilization (%)
6_report | 0.4232 | 436.7 | 0.3642 | 0 | 12.78
5_1_grt | 0.4997 | 436.7 | 0.3924 | -0.02899 | 12.78
4_1_cts | 0.5972 | 429.2 | 0.3686 | 0 | 12.56
3_5_place_dp | 0.5598 | 391.6 | 0.1945 | -0.6027 | 11.47
3_3_place_gp | 0.5610 | 391.6 | 0.1944 | -0.5941 | 11.47
2_1_floorplan | 0.3683 | 244.0 | 0.1648 | 0 | -
==> synth_stat cells, types with 2 or more instances <==
library cell / count
sky130_fd_sc_hd__a211oi_2: 2
sky130_fd_sc_hd__a21oi_1: 3
sky130_fd_sc_hd__dfxtp_1: 4
sky130_fd_sc_hd__inv_1: 2
sky130_fd_sc_hd__o21ai_0: 3
==> worst paths after layout <==
path                  from  cells past startpoint  endpoint
hold reg to reg   count[0]                      2  count[0]
setup reg to reg  count[1]                      5  count[1]
hold / removal         DEQ                      3  not_full
setup / recovery  count[1]                      5  count[1]
==> metal layers <==
metal	track usage (%)	vias up
met5	0	-
met4	0.1761	0
met3	1.818	2
met2	2.488	14
met1	2.796	109
li1	-	120
==> state kept, by name (all words and copies together), names as in the netlist <==
name,flops
not_full,1
not_empty,1
count,2
==> cell type report <==
class                   count  area, um^2
clock buffers               3       22.52
fillers                   399        2979
inverters                   2       7.507
multi-input cells          18       156.4
flip-flops and latches      4       85.08
well taps                  46       57.56
repair buffers             12       107.6
==> logic make-up after synthesis <==
logic type               synth area share (%)
AND/OR/NAND/NOR                         30.81
AND-OR/OR-AND                           25.94
flip-flops                              34.60
adder cells (fa/ha/maj)                 5.405
buffers and inverters                   3.244
==> what timing repair did <==
| action | 4_1_cts | 5_1_grt |
|---|---|---|
| pin swaps | 0 | 2 |
| setup buffers | 2 | 0 |
| gates resized | 4 | 5 |
| hold buffers | 0 | 0 |
| cloned | 0 | 0 |
| setup endpoints to repair | 2 | 2 |
==> report_power, final <==
| group | total [mW] | internal, mW | switching, mW |
|---|---|---|---|
| clock network | 0.169 | 0.112 | 0.0570 |
| registers | 0.140 | 0.138 | 0.00277 |
| logic | 0.0550 | 0.0341 | 0.0208 |
==> worst max-delay path: stages, from the launching register on <==
cell and delay (ns):
sky130_fd_sc_hd__dfxtp_2 0.32, sky130_fd_sc_hd__inv_2 0.04, sky130_fd_sc_hd__ha_4 0.25, sky130_fd_sc_hd__and4bb_1 0.18, sky130_fd_sc_hd__a211oi_2 0.21, sky130_fd_sc_hd__a211oi_2 0.05
No activity file was given, so power comes from the tool's default toggle rates.
